==> design/flow/design.v <==
`timescale 1ns / 1ps
package definitions;
    parameter version = "1.0";
    typedef struct packed {
        byte field0;
        byte field1;
        byte field2;
        byte field3;
     } packet_t;        
endpackage
module tinyalu (input [7:0] A,
		input [7:0] B,
		input [2:0] op,
		input clk,
		input reset_n,
		input start,
		output done,
		output [15:0] result);
   wire [15:0] 		      result_aax, result_mult;
   wire 		      start_single, start_mult;
   assign start_single = start & ~op[2];
   assign start_mult   = start & op[2];
   single_cycle and_add_xor (.A, .B, .op, .clk, .reset_n, .start(start_single),
			     .done(done_aax), .result(result_aax));
   three_cycle mult (.A, .B, .op, .clk, .reset_n, .start(start_mult),
		    .done(done_mult), .result(result_mult));
   assign done = (op[2]) ? done_mult : done_aax;
   assign result = (op[2]) ? result_mult :  result_aax;
endmodule  
module single_cycle(input [7:0] A,
		   input [7:0] B,
		   input [2:0] op,
		   input clk,
		   input reset_n,
		   input start,
		   output logic done,
		   output logic [15:0] result);
  always @(posedge clk)
    if (!reset_n)
      result <= 0;
    else
      case(op)
		3'b001 : result <= A + B + 1'b1;
		3'b010 : result <= A & B;
		3'b011 : result <= A ^ B;
      endcase  
   always @(posedge clk)
     if (!reset_n)
       done <= 0;
     else
       done =  ((start == 1'b1) && (op != 3'b000));
endmodule : single_cycle
module three_cycle(input [7:0] A,
		   input [7:0] B,
		   input [2:0] op,
		   input clk,
		   input reset_n,
		   input start,
		   output logic done,
		   output logic [15:0] result);
   logic [7:0] 			       a_int, b_int;
   logic [15:0] 		       mult1, mult2;
   logic 			       done1, done2, done3;
   always @(posedge clk)
     if (!reset_n) begin
	done  <= 0;
	done3 <= 0;
	done2 <= 0;
	done1 <= 0;
	a_int <= 0;
	b_int <= 0;
	mult1 <= 0;
	mult2 <= 0;
	result<= 0;
     end else begin  
	a_int  <= A;
	b_int  <= B;
	mult1  <= a_int * b_int;
	mult2  <= mult1;
	result <= mult2;
	done3  <= start & !done;
	done2  <= done3 & !done;
	done1  <= done2 & !done;
	done   <= done1 & !done;
     end  
endmodule : three_cycle
==> design/flow/run.sh <==
#!/bin/bash
# OpenROAD 26Q1-2900-gdf79404cd8, Yosys 0.63+post, stock flow scripts
make -C /OpenROAD-flow-scripts/flow DESIGN_CONFIG=/design/flow/config.mk WORK_HOME=/design/flow/orfs finish
==> design/flow/config.mk <==
export PLATFORM = sky130hd
export DESIGN_NAME = tinyalu
export DESIGN_NICKNAME = tinyalu
export VERILOG_FILES = /design/flow/design.v
export SDC_FILE = /design/flow/constraint.sdc
export NUM_CORES = 4
export LEC_CHECK = 1
export CORE_UTILIZATION = 30
==> design/flow/constraint.sdc <==
current_design tinyalu

set clk_period 6.3
set clk_io_pct 0.2

create_clock -name clk0 -period $clk_period [get_ports {clk}]

set non_clock_inputs [all_inputs -no_clocks]
set_input_delay [expr $clk_period * $clk_io_pct] -clock clk0 $non_clock_inputs
set_output_delay [expr $clk_period * $clk_io_pct] -clock clk0 [all_outputs]
==> deck_impl_summary.md <==
Flow Results at a Glance

Routing
  – Vias per cell: between 4 and 5
  – DR pass1 iterations: 5
  – Final wirelength: 10.58 mm
  – DRC marker count from the first detailed-route iteration: 182
  – DRC Markers: 0
  – Routed vias: 3788
  – Number of nets still failing antenna checks after routing: 0
  – Final routed wire length divided by cell count: 12.93 um
  – Count of antenna diodes in the layout: 0

Power and ir drop
  – Total power divided by cell area: 213.8 nW/um^2
  – Clock share of power: 39.5%
  – Sw power: 0.3523 mW
  – Peak supply drop: 0.1424 mV
  – Design Power: 1.305 mW
  – Total leakage power: 2.800 nW
  – Combinational share of power: approximately a fifth
  – Switch share: 26.98%
  – Part of the total power dissipated in sequential elements: between 40% and 50%
  – Int Pwr: around 0.95 mW

Outcome
  – Outcome: complete, no violations

Yosys
  – Post-synth regs: 79
  – Synthesized instance count: around 560
  – Post-synth cell types: roughly 54
  – Number of enable-type register cells in the synthesized netlist: 0
  – Synth area leader: dfxtp_1
  – Count of synthesis-stage warnings from yosys: 4
  – Synth area leaders: dfxtp_1 30%, fa_1 14%, and2_1 13%
  – Synth Seq Share: 30.45%
  – Average size of a mapped cell: slightly above 9 um^2
  – Ys flop type: dfxtp_1
  – Post-synthesis instance area: 5194 um^2
  – Number of cell instances after yosys synthesis: about 560
  – Synth top area share: 30.45%
  – Most frequent cell after synthesis: and2_1
  – Most used standard cells in the synthesized netlist: 112 x and2_1, 79 x dfxtp_1, 64 x inv_1
  – Asr flop ratio synth: 0%
  – Chip area in the Yosys report: between 5000 and 6000 um^2

Place
  – Detail Placement HPWL: 8.434 mm
  – Placement Setup Slack: 1.857 ns
  – Last weighted congestion value of the routability-driven placer: 0.8731
  – Placement Cell Area: slightly below 6000 um^2
  – IO Port Bufs: 38

Global routing
  – GR Overflow Total: 0
  – Maximum number of pins on one net before global-route repair: 71
  – Wire length of the first global-routing pass: 18.20 mm
  – Number of antenna violations at the first check in global routing: 0
  – Number of global-route vias before repair: 3664
  – GRT Util Overall: 12.85%

Flow run
  – OpenROAD warnings: 25
  – Max-cap viol count: 0

CTS
  – CTS Buffer Depth: 2
  – Number of H-tree branching levels: 3
  – Root buf cell: clkbuf_16
  – Setup repair bufs after CTS: 0
  – TritonCTS buffer count: 9
  – Post-CTS sizing: 0
  – TritonCTS clock tree: yes
  – Cts-stage hold buffer count: 0
  – Clock insertion delay at the later pin of the skew report: 0.32 ns
  – Clk sinks: between 70 and 80
  – Clk slew on worst S/H paths: 0.06 ns

Floorplan
  – Row count: 47
  – Top Ports: 39
  – Area of the core: 16760 um^2
  – Starting utilization of the core area: 30.99%
  – Die width: 133.6 um
  – Die height: about 130 um
  – Die Outline Area: 17840 um^2

Setup path
  – Critical Path Fanout Max: 8
  – Crit path arrival time: 4.71 ns
  – Type of element capturing the critical path: flip-flop
  – Critical path data required time: 6.54 ns
  – Critical path launch point type: flip-flop
  – Crit Path Category: reg -> reg

STA
  – Crit share post-route: between 70 and 80%
  – # setup viols final: 0
  – Achievable clock frequency: 0.2236 GHz
  – Setup clock skew after layout: 0.005233 ns
  – Setup repair after global routing missed its margin: false
  – Final Worst Setup Slack: 1.828 ns
  – Final Hold Vio Count: 0
  – Slew Viols, Final: 0
  – Worst slew slack as a fraction of its limit: 44.49%
  – Crit path time final: approximately 4.5 ns
  – Setup Total Neg Slack: 0 ns
  – Actual slew at the worst max-slew pin: a little over 0.8 ns

Layout
  – Design area: 6105 um^2
  – Layout Area Growth over Synthesis: 17.54%
  – Fraction of final layout cells sized beyond drive strength 1: 6.020%

Worst hold path
  – Min-delay worst type: reg -> reg
final timing paths:
kind,start,end,slack (ns),cells after the start
setup / recovery,mult.b_int[7]$_SDFF_PN0_,mult.mult1[14]$_SDFF_PN0_,1.83,14
hold / removal,mult.done3$_SDFF_PN0_,mult.done2$_SDFF_PN0_,0.43,1
setup reg to reg,mult.b_int[7]$_SDFF_PN0_,mult.mult1[14]$_SDFF_PN0_,1.83,14
hold reg to reg,mult.done3$_SDFF_PN0_,mult.done2$_SDFF_PN0_,0.43,1
power by group through the flow:
stage	clock, mW	combinational [mW]	sequential [mW]
4_1_cts	0.530	0.246	0.547
5_1_grt	0.553	0.278	0.550
6_report	0.515	0.243	0.547
placed cells by master, fill, tap and decap left out, types with 4 or more instances in the layout:
master           instances
ha_1                    45
clkdlybuf4s50_1         37
nor2b_1                  4
nor3_1                   4
xor2_1                   4
or3_1                    4
mux2_2                  12
nor2_1                  17
o21ai_0                 20
nand2_1                 36
inv_1                   64
a21o_1                   6
and2_1                 112
fa_1                    37
xnor2_1                  7
o21ai_1                  4
a21oi_1                 17
clkbuf_16                9
nand3_1                  7
nand2b_1                 6
dfxtp_1                 79
mux2i_1                  8
and3_1                   4
metal layers:
metal	GRT usage (%)	vias up	wire length, um	share of wire (%)
li1	-	1904	-	-
met1	20.86	1805	5325	50
met2	19.53	77	4816	46
met3	1.399	2	377	3.6
met4	1.073	0	58	0.55
met5	0	-	0	0
state kept, by name (all words and copies together) (netlist names), 8 cells and up:
register	cells
mult.mult1	16
mult.result	16
mult.a_int	8
mult.mult2	16
and_add_xor.result	10
mult.b_int	8
cells by family after synthesis:
logic type	share of synthesized area (%)
fa+ha+maj	25.10
xor+xnor	1.855
compound gates	9.853
buf+inv	5.637
mux	4.144
simple gates	22.96
flops	30.45
cell type report:
cell class | instances | area, um^2
tap | 220 | 275.3
clock buffer | 9 | 225.2
clock inverter | 7 | 80.08
inverter | 64 | 240.2
timing repair buffer | 39 | 382.9
multi-input combinational | 400 | 3319
fill | 1675 | 10660
sequential | 79 | 1582
per-stage QoR:
step                cells  hold slack, ns  util [%]
global placement      802          0.4147     34.60
global route          818          0.4477     36.42
finish                818          0.4280     36.42
detailed placement    802          0.4190     34.60
CTS                   818          0.4342     36.42
floorplan             557          0.4057         -
worst max-delay path: stages (launching register included):
cell      delay, ns
dfxtp_1        0.45
nand2_1        0.12
fa_1           0.52
fa_1           0.54
inv_1          0.05
fa_1           0.53
inv_1          0.05
fa_1           0.52
inv_1          0.04
ha_1           0.32
or4_1          0.53
o21ai_1        0.08
nor2b_1        0.09
a221oi_1       0.29
mux2i_1        0.25
No activity file was given, so power comes from the tool's default toggle rates.
