`constraint.sdc`:
```
current_design rconst

set clk_period 2.2
set clk_io_pct 0.2

create_clock -name clk0 -period $clk_period

set non_clock_inputs [all_inputs -no_clocks]
set_input_delay [expr $clk_period * $clk_io_pct] -clock clk0 $non_clock_inputs
set_output_delay [expr $clk_period * $clk_io_pct] -clock clk0 [all_outputs]
```
`design.v`:
```
`timescale 1ns / 1ps
package definitions;
    parameter version = "1.0";
    typedef struct packed {
        byte field0;
        byte field1;
        byte field2;
        byte field3;
     } packet_t;        
endpackage
module rconst(i, rc);
    input      [23:0] i;
    output reg [63:0] rc;
    always @ (i)
      begin
        rc = 0;
        rc[0] = i[0] | i[4] | i[5] | i[6] | i[7] | i[10] | i[12] | i[13] | i[14] | i[15] | i[20] | i[22];
        rc[1] = i[1] | i[2] | i[4] | i[8] | i[11] | i[12] | i[13] | i[15] | i[16] | i[18] | i[19];
        rc[3] = i[2] | i[4] | i[7] | i[8] | i[9] | i[10] | i[11] | i[12] | i[13] | i[14] | i[18] | i[19] | i[23];
        rc[7] = i[1] | i[2] | i[4] | i[6] | i[8] | i[9] | i[12] | i[13] | i[14] | i[17] | i[20] | i[21];
        rc[15] = i[1] | i[2] | i[3] | i[4] | i[6] | i[7] | i[10] | i[12] | i[14] | i[15] | i[16] | i[18] | i[20] | i[21] | i[23];
        rc[31] = i[3] | i[5] | i[6] | i[10] | i[11] | i[12] | i[19] | i[20] | i[22] | i[23];
        rc[63] = i[2] | i[3] | i[6] | i[7] | i[13] | i[14] | i[15] | i[16] | i[17] | i[19] | i[20] | i[21] | i[23];
      end
endmodule
```
`config.mk`:
```
export PLATFORM = sky130hd
export DESIGN_NAME = rconst
export DESIGN_NICKNAME = rconst
export VERILOG_FILES = /design/flow/design.v
export SDC_FILE = /design/flow/constraint.sdc
export NUM_CORES = 4
export LEC_CHECK = 1
export CORE_AREA = 10 10 70 70
export DIE_AREA = 0 0 80 80
```
`run.sh`:
```
#!/bin/bash
# OpenROAD 26Q1-2900-gdf79404cd8, Yosys 0.63+post, stock flow scripts
make -C /OpenROAD-flow-scripts/flow DESIGN_CONFIG=/design/flow/config.mk WORK_HOME=/design/flow/orfs finish
```
==> qor.yml <==
run_status:
  status: "complete, no violations"
synth:
  yosysSeqAreaShare_pct: 0
  yosys_cells: 82
  ys_types: 8
  yosys_area_sq_um: 595.6
  ys_warn_count: 1
  synth_area_sq_um: 595.6
  avgSynthCellArea_sq_um: 7.263
  topCellsByArea: "buf_4 72%, nor4_2 11%, nand4_1 5.3%, nor4_1 4.2%, nor3_1 3.4%"
  synthTopCellsByCount: "57 x buf_4, 5 x nand4_1, 5 x nor4_2"
  yosysTopAreaCellShare_pct: 71.85
  most_common_cell: "buf_4"
  yosys.area.top_type: "buf_4"
  netlist_instances: 82
sta:
  maxClockFrequency_mhz: 476.4
  period_needed_ns: 2.099
  fin_ws_ns: 0.1008
  rsz0062_at_grt: "no"
  hold_violations: 0
  drv_slew: 0
  fin_crit_sh_pct: 95.42
  setup_violations: 0
pwr:
  powerDensity_mw_per_mm2: 93.38
  p_leak_nw: 0.3728
  p_comb_share_pct: 100.0
  power_frac_clock_pct: 0
  intPower_mw: 0.03847
  switchingPower_mw: 0.03548
  seqPwrFrac_pct: 0
  p_total_mw: 0.07396
  swShare_pct: 47.98
  vdd_drop_max_v: 0.00001641
min_path:
  holdPathStages: 4
  hold_path_class: "in2out"
  hp-start: "i[23]"
  whs_endpoint: "rc[3]"
placement:
  dpl.hpwl_mm: 1.831
  port_buffers: 31
  place_worst_setup_slack_ns: -0.1078
  gp_congestion: 0.8167
global_routing:
  grt_use_total_pct: 5.172
  antenna_found_initial: 0
  grt_max_degree: 5
  grt_pass1_wl_mm: 2.863
  grt_overflow_total: 0
  first_global_vias: 609
layout:
  fill_cells: 386
  seq_area_sq_um: 0
  area_growth_pct: 32.98
  nFlopsAndLatches: 0
  n_clock_buffer: 0
  layout-drive-gt1-share_pct: 7.965
critical_path:
  arrival_ns: 1.66
  crit_top_cell: "clkdlybuf4s50_1"
  max_stage_delay_ns: 0.47
  path_cells: "clkdlybuf4s50_1 > nor3_1 > nand4_1 > clkdlybuf4s50_1"
  cp-end-kind: "output port"
  cp_slowest_cell: "clkdlybuf4s50_1"
  path_class: "in2out"
  crit_path_start_kind: "input pin"
  path_max_fanout: 3
  required_ns: 1.76
drt:
  dr_total_vias: 504
  vias_per_cell: 3.170
  totalWireLength_mm: 2.034
  num_antenna_cells: 0
  firstDrtPassIters: 2
  drc: 0
  drt_iter0_drc: 12
  wl_per_cell_microns: 12.79
  antenna_left: 0
floorplan:
  core_area_sq_mm: 0.003416
  fp_util_pct: 17.44
  std_cell_rows: 21
  die_area_sq_mm: 0.006400
  die_x_microns: 80
  pin_count: 88
  die_y_microns: 80
job:
  cap_violations: 0
  tool_warnings: 33
cts:
  hold_buffers: 0
## worst max-delay path by stage
stage	endpoint	startpoint	slack [ns]
6_report	rc[63]	i[19]	0.10
5_1_grt	rc[7]	i[1]	0.01
4_1_cts	rc[3]	i[8]	-0.01
## final cells by class
class                      instances  area (sq um)  area share [%]
tap                               46         57.56           7.267
multi-input combinational         81         421.7           53.24
timing repair buffer              32         312.8           39.49
## kinds of logic (layout without fill, tap and decap cells)
family                 Yosys count  count (layout)  synth area share, %
buffers and inverters           57              32                71.85
and+or+nand+nor                 24              24                27.52
other                            1              57               0.6296
## power by group through the flow
stage / clock network (mW) / registers, mW / logic, mW
after CTS: 0 / 0 / 0.0704
after global routing: 0 / 0 / 0.0838
final: 0 / 0 / 0.0740
## cell usage in the layout (no fill, tap or decap)
master	Yosys	final
conb_1	1	57
clkdlybuf4s50_1	0	15
dlygate4sd2_1	0	12
nand4_1	5	5
nor2_1	4	4
nor4_2	5	4
dlymetal6s2s_1	0	4
nor4_4	0	3
nor3_1	4	3
nor4_1	4	2
nand3_1	2	2
nor3_2	0	1
buf_4	57	1
## repair_timing
item,in CTS,in global routing
gates cloned,0,0
setup endpoints to repair,7,5
buffers inserted,1,0
gates resized,13,9
pin swaps,11,6
## layer usage
layer	wire [microns]	global-route usage (%)	vias up	share of wire (%)
met5	0	0	-	0
met3	178	1.250	0	8.8
li1	-	-	229	-
met4	0	0	0	0
met2	987	9.149	45	49
met1	868	6.526	230	43
## through the flow
stage | instances | util, % | hold WS [ns] | TNS, ns | cell area (sq um)
after floorplan | 138 | - | 0.9320 | 0 | 805.8
after global placement | 158 | 21.83 | 1.935 | -0.7284 | 745.7
after detailed placement | 158 | 21.83 | 1.929 | -0.5546 | 745.7
after CTS | 159 | 21.79 | 1.461 | -0.01206 | 744.5
after global routing | 159 | 23.19 | 1.361 | 0 | 792.0
final | 159 | 23.19 | 1.301 | 0 | 792.0
## worst max-delay path: cells and delay by family
family / cells / cell delay [ns]
buf+inv: 2 / 0.90
simple gates: 2 / 0.33
No activity file was given, so power comes from the tool's default toggle rates.
